==> ./design.v <==
`timescale 1ns/1ps
module profir(
	input 			clock,		 
	input 			reset,		 
	input signed  [15:0] 	datain,		 
	input			din_enable,	 
	output         [5:0] 	coeffaddress,	 
	input signed  [35:0]	coeff0,		 
	input signed  [35:0]	coeff1,		 
	input signed  [35:0]	coeff2,		 
	input signed  [35:0]	coeff3,		 
	input signed  [35:0]	coeff4,		 
	input signed  [35:0]	coeff5,		 
	input signed  [35:0]	coeff6,		 
	input signed  [35:0]	coeff7,		 
	output signed [15:0]  dataout0,	 
	output signed [15:0]  dataout1,	 
	output signed [15:0]  dataout2,	 
	output signed [15:0]  dataout3,	 
	output signed [15:0]  dataout4,	 
	output signed [15:0]  dataout5,	 
	output signed [15:0]  dataout6,	 
	output signed [15:0]  dataout7	 
);
reg [5:0] countaddress = 0;
reg [6:0] counter = 0;
reg [1:0] STATE = 0;
reg [1:0] NEXTSTATE = 0;
reg signed [15:0] data [0:127];
reg signed [17:0] Hcoeff0_0;
reg signed [17:0] Hcoeff0_1;
reg signed [17:0] Hcoeff1_0;
reg signed [17:0] Hcoeff1_1;
reg signed [17:0] Hcoeff2_0;
reg signed [17:0] Hcoeff2_1;
reg signed [17:0] Hcoeff3_0;
reg signed [17:0] Hcoeff3_1;
reg signed [17:0] Hcoeff4_0;
reg signed [17:0] Hcoeff4_1;
reg signed [17:0] Hcoeff5_0;
reg signed [17:0] Hcoeff5_1;
reg signed [17:0] Hcoeff6_0;
reg signed [17:0] Hcoeff6_1;
reg signed [17:0] Hcoeff7_0;
reg signed [17:0] Hcoeff7_1;
reg signed [41:0] accum0;
reg signed [41:0] accum1;
reg signed [41:0] accum2;
reg signed [41:0] accum3;
reg signed [41:0] accum4;
reg signed [41:0] accum5;
reg signed [41:0] accum6;
reg signed [41:0] accum7;
always @*
begin
	if (reset)
		NEXTSTATE <= 0;
	else
	case (STATE)
		2'b00 :
		begin
					if(din_enable)			  	  NEXTSTATE <= 2'b01;
					else						  NEXTSTATE <= 2'b00;
		end
		2'b01 : 						  		  NEXTSTATE <= 2'b10;
		2'b10 : 						  		  NEXTSTATE <= 2'b11;
		2'b11 : 
		begin
					if(counter == 7'd63)	  	  NEXTSTATE <= 2'b00; 
					else						  NEXTSTATE <= 2'b11;
		end
		default: 						  	  	  NEXTSTATE <= 2'b00;
	endcase
end
integer i;
always @(posedge clock)
begin
	if(reset)
	begin
		for (i = 0 ; i < 128 ; i = i + 1)
			data[i] <= 0;
		Hcoeff0_0 <= 0;
		Hcoeff0_1 <= 0;
		Hcoeff1_0 <= 0;
		Hcoeff1_1 <= 0;
		Hcoeff2_0 <= 0;
		Hcoeff2_1 <= 0;
		Hcoeff3_0 <= 0;
		Hcoeff3_1 <= 0;
		Hcoeff4_0 <= 0;
		Hcoeff4_1 <= 0;
		Hcoeff5_0 <= 0;
		Hcoeff5_1 <= 0;
		Hcoeff6_0 <= 0;
		Hcoeff6_1 <= 0;
		Hcoeff7_0 <= 0;
		Hcoeff7_1 <= 0;
		accum0 <= 0;
		accum1 <= 0;
		accum2 <= 0;
		accum3 <= 0;
		accum4 <= 0;
		accum5 <= 0;
		accum6 <= 0;
		accum7 <= 0;
		countaddress <= 0;
		counter <= 0;	
		STATE <= 0;
	end
	else
	begin
		if(din_enable)
		begin
			for (i = 127 ; i > 0 ; i = i-1)
				data[i] <= data[i-1];
			data[0] <= datain;
			countaddress <= 0;
			counter <= 0;
			accum0 <= 0;
			accum1 <= 0;
			accum2 <= 0;
			accum3 <= 0;
			accum4 <= 0;
			accum5 <= 0;
			accum6 <= 0;
			accum7 <= 0;
			STATE <= 0;
		end
    	Hcoeff0_0 <= $signed(coeff0[17:0] ); 
		Hcoeff0_1 <= $signed(coeff0[35:18]);
		Hcoeff1_0 <= $signed(coeff1[17:0] );
		Hcoeff1_1 <= $signed(coeff1[35:18]);
		Hcoeff2_0 <= $signed(coeff2[17:0] );
		Hcoeff2_1 <= $signed(coeff2[35:18]);
		Hcoeff3_0 <= $signed(coeff3[17:0] );
		Hcoeff3_1 <= $signed(coeff3[35:18]);
		Hcoeff4_0 <= $signed(coeff4[17:0] );
		Hcoeff4_1 <= $signed(coeff4[35:18]);
		Hcoeff5_0 <= $signed(coeff5[17:0] );
		Hcoeff5_1 <= $signed(coeff5[35:18]);
		Hcoeff6_0 <= $signed(coeff6[17:0] );
		Hcoeff6_1 <= $signed(coeff6[35:18]);
		Hcoeff7_0 <= $signed(coeff7[17:0] );
		Hcoeff7_1 <= $signed(coeff7[35:18]);
		STATE <= NEXTSTATE;
	end
	case (STATE) 
		2'b01 : 	countaddress <= countaddress + 1;
		2'b10 : 	countaddress <= countaddress + 1;
		2'b11 : 	begin
					accum0 <= accum0 + $signed(data[counter*2]) * Hcoeff0_0 + $signed(data[counter*2+1]) * Hcoeff0_1;
					accum1 <= accum1 + $signed(data[counter*2]) * Hcoeff1_0 + $signed(data[counter*2+1]) * Hcoeff1_1;
					accum2 <= accum2 + $signed(data[counter*2]) * Hcoeff2_0 + $signed(data[counter*2+1]) * Hcoeff2_1;
					accum3 <= accum3 + $signed(data[counter*2]) * Hcoeff3_0 + $signed(data[counter*2+1]) * Hcoeff3_1;
					accum4 <= accum4 + $signed(data[counter*2]) * Hcoeff4_0 + $signed(data[counter*2+1]) * Hcoeff4_1;
					accum5 <= accum5 + $signed(data[counter*2]) * Hcoeff5_0 + $signed(data[counter*2+1]) * Hcoeff5_1;
					accum6 <= accum6 + $signed(data[counter*2]) * Hcoeff6_0 + $signed(data[counter*2+1]) * Hcoeff6_1;
					accum7 <= accum7 + $signed(data[counter*2]) * Hcoeff7_0 + $signed(data[counter*2+1]) * Hcoeff7_1;
					countaddress <= countaddress + 1;
					counter <= counter + 1;
					end
		default : 	countaddress <= 6'd0;
	endcase
end		
assign coeffaddress = countaddress;
assign dataout0 = accum0 [31:16];
assign dataout1 = accum1 [31:16];
assign dataout2 = accum2 [31:16];
assign dataout3 = accum3 [31:16];
assign dataout4 = accum4 [31:16];
assign dataout5 = accum5 [31:16];
assign dataout6 = accum6 [31:16];
assign dataout7 = accum7 [31:16];
endmodule
==> ./run.sh <==
#!/bin/bash
# OpenROAD 26Q1-2900-gdf79404cd8, Yosys 0.63+post, stock flow scripts
make -C /OpenROAD-flow-scripts/flow DESIGN_CONFIG=/design/flow/config.mk WORK_HOME=/design/flow/orfs finish
==> ./config.mk <==
export PLATFORM = sky130hd
export DESIGN_NAME = profir
export DESIGN_NICKNAME = profir
export VERILOG_FILES = /design/flow/design.v
export SDC_FILE = /design/flow/constraint.sdc
export NUM_CORES = 4
export LEC_CHECK = 1
export CORE_UTILIZATION = 30
export SYNTH_HDL_FRONTEND = slang
==> ./constraint.sdc <==
current_design profir

set clk_period 181.3
set clk_io_pct 0.2

create_clock -name clk0 -period $clk_period [get_ports {clock}]

set non_clock_inputs [all_inputs -no_clocks]
set_input_delay [expr $clk_period * $clk_io_pct] -clock clk0 $non_clock_inputs
set_output_delay [expr $clk_period * $clk_io_pct] -clock clk0 [all_outputs]
==> flow_summary.json <==
{
  "warnings": 98,
  "wl_per_cell_um": 19.44,
  "skew_ps": 118.8,
  "gp_congestion": 0.9125,
  "relSlewSlack": 0.2811,
  "outcome": "finished, final reports clean",
  "cts.path.max_buffers": 5,
  "min_period_ps": 41280,
  "synth_warnings": 0,
  "mostFrequentLayoutCell": "inv_1",
  "rr_worst_depth": 35,
  "ant_nets": 0,
  "clkSinkCount": 2615,
  "yosys_area_sq_um": 283700,
  "rsz0062_at_grt": "false",
  "worstReg2RegEnd": "accum1[31]",
  "path_buffers": 8,
  "grt_pass1_vias": 193634,
  "die_x_um": 974.4,
  "dpl-instance-area_sq_um": 302300,
  "reg2reg_setup_slack_ps": 167040,
  "crit_required_ps": 182130,
  "io_pins": 441,
  "rows": 356,
  "cts.htree.levels": 5,
  "drt-pass1-iter-count": 5,
  "synth_cell_types": 80,
  "min_from": "data[47][11]",
  "postCtsHoldBufs": 0,
  "clock.latency.late_pin_ps": 1040,
  "final_cell_mix": "inv_1, fa_1, and2_1",
  "cp_data_arrival_time_ps": 42110,
  "path_cells": "clkdlybuf4s50_1 -> inv_1 -> nor2_4 -> buf_4 -> buf_4 -> buf_4 -> buf_4 -> buf_4 -> buf_4 -> and2_1",
  "report.final.setup_viol": 0,
  "grt-ovfl-total": 0,
  "ys_cells": 25511,
  "drt_iter0_drc": 8044,
  "final.setup.tns_ps": 0,
  "cp-start-kind": "input port",
  "grt_pass1_wl_um": 1170000,
  "area.growth.synth_to_final_pct": 10.34,
  "cp.depth": 10,
  "cpMostUsedCell": "buf_4",
  "ff_type": "edfxtp_1",
  "ys_seq_frac": 0.2661,
  "die_h_um": 974.4,
  "drv_cap": 0,
  "path_class": "in -> reg",
  "cts_buffers": 327,
  "io_buffers": 440,
  "root_buffer": "clkbuf_16",
  "fill_cells": 91869,
  "chip_area_sq_um": 949400,
  "ctsResizeCount": 0,
  "syn-cell-area_sq_um": 283700,
  "critical-path-top-delay-family": "buffers and inverters",
  "drv_slew": 0,
  "worstMarginPinSlew_ps": 1077,
  "grt_max_degree": 208,
  "cp_slowest_cell": "clkdlybuf4s50_1",
  "crit_end": "data[68][1]",
  "initCoreUtil": 0.3014,
  "max_stage_delay_ps": 800,
  "cp_max_fo": 106,
  "drc": 0,
  "ys_seq_elements": 2615,
  "reg2reg_from": "counter[0]",
  "drt_wl_total_um": 745100,
  "path_clk_slew_ps": 60,
  "async_flop_share": 0,
  "synth-edff-count": 2311,
  "avgViaCountPerCell": 4.495,
  "final_area_sq_um": 313000,
  "hpwl_um": 574700,
  "vias": 172267,
  "drive_gt1_frac": 0.06827,
  "hold_viol": 0,
  "grt_use_total": 0.1720,
  "synthCells": 25511,
  "synth.avg_cell_area_sq_um": 11.12,
  "tritoncts": "built",
  "finalCritPeriodShare": 0.2277,
  "startpoint": "din_enable",
  "fmax_ghz": 0.02422,
  "core_area_sq_um": 941200,
  "postCtsSetupRepairBufs": 0,
  "antenna_found_initial": 53,
  "end_kind": "flop",
  "hold_path_class": "reg -> reg"
}
==> synthesized netlist by cell type (all sizes together) (93+ instances only) <==
cell type	n	area share
clkbuf	1053	0.014
xor2	130	0.0040
a21oi	173	0.0031
dfxtp	304	0.021
inv	5932	0.078
edfxtp	2311	0.24
and2	3995	0.088
xnor2	345	0.011
fa	5176	0.37
ha	1074	0.047
a21o	93	0.0025
buf	308	0.0065
nor2b	303	0.0067
nor2	481	0.0064
mux4	648	0.051
o21ai	96	0.0017
nand2	2534	0.034
==> layout make-up <==
cell class	count	area, sq um	area share
timing repair buffer	956	8521	0.02722
clock buffer	387	8658	0.02766
antenna	117	292.8	0.0009354
clock inverter	184	1754	0.005605
multi-input combinational	15603	180300	0.5760
inverter	5932	22290	0.07121
sequential	2615	75510	0.2412
tap	12530	15680	0.05009
==> stage by stage <==
stage / instances / setup WS (ps) / utilization / hold slack (ps)
after CTS: 38207 / 139950 / 0.3322 / 432.7
after detailed placement: 37636 / 138890 / 0.3212 / 457.5
after floorplan: 25511 / 109840 / - / 417.6
after global routing: 38267 / 139400 / 0.3324 / 475.9
final: 38324 / 140020 / 0.3325 / 445.7
after global placement: 37636 / 139030 / 0.3212 / 443.7
==> kinds of logic (layout without fill, tap and decap cells) <==
group / count (synthesis) / count (layout) / share of synthesized area
compound gates: 585 / 585 / 0.01333
xor+xnor: 485 / 485 / 0.01549
fa+ha+maj: 6250 / 6250 / 0.4127
buf+inv: 7293 / 7459 / 0.09890
flops: 2615 / 2615 / 0.2661
mux: 684 / 684 / 0.05275
other cells: 0 / 117 / 0
simple gates: 7599 / 7599 / 0.1408
==> sequential cells by signal, summed over array words and instances, names as in the netlist, 32 cells and up, named ones only <==
| register | flops |
|---|---|
| accum0 | 32 |
| accum1 | 32 |
| accum2 | 32 |
| accum3 | 32 |
| accum4 | 32 |
| accum5 | 32 |
| accum6 | 32 |
| accum7 | 32 |
| data | 2048 |
==> worst register-to-register path: cells and delay by family (launching register included) <==
family          cells  cell delay, ps
fa+ha+maj           9            4490
buf+inv            12            3920
mux                 3            2020
simple gates        5            1930
compound gates      6            1380
flops               1             360
==> per-layer routing <==
layer / up-vias / global-route usage / share of wire
met2: 7408 / 0.2611 / 0.46
met1: 87647 / 0.2106 / 0.36
met3: 1040 / 0.1048 / 0.14
li1: 76144 / - / -
met4: 28 / 0.04574 / 0.036
met5: - / 0.009091 / 0.0019
==> worst min-delay path by stage <==
stage / end / cells past startpoint
global route: data[71][7] / 1
finish: data[48][11] / 1
CTS: data[105][4] / 1
