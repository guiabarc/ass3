$ cat flow/config.mk
export PLATFORM = sky130hd
export DESIGN_NAME = memory8bank
export DESIGN_NICKNAME = memory8bank
export VERILOG_FILES = /design/flow/design.v
export SDC_FILE = /design/flow/constraint.sdc
export NUM_CORES = 4
export LEC_CHECK = 1
export CORE_UTILIZATION = 40
export SYNTH_HDL_FRONTEND = slang
export SYNTH_MEMORY_MAX_BITS = 65536
$ cat flow/constraint.sdc
current_design memory8bank

set clk_period 52.1
set clk_io_pct 0.2

create_clock -name clk0 -period $clk_period [get_ports {clock}]

set non_clock_inputs [all_inputs -no_clocks]
set_input_delay [expr $clk_period * $clk_io_pct] -clock clk0 $non_clock_inputs
set_output_delay [expr $clk_period * $clk_io_pct] -clock clk0 [all_outputs]
$ cat flow/design.v
`timescale 1ns/1ps
module memory8bank(
              input 		clock,		 
			  input 		reset,		 
			  input  [ 8:0]	addressW,	 
			  input  [35:0]	datain,		 
			  input 		we,			 
			  input  [ 5:0]	addressR,	 
			  output reg [35:0] data0,	 
			  output reg [35:0] data1,
			  output reg [35:0] data2,
			  output reg [35:0] data3,
			  output reg [35:0] data4,
			  output reg [35:0] data5,
			  output reg [35:0] data6,
			  output reg [35:0] data7
			  );
reg [35:0] RAM0[0:63];		
reg [35:0] RAM1[0:63];		
reg [35:0] RAM2[0:63];		
reg [35:0] RAM3[0:63];		
reg [35:0] RAM4[0:63];		
reg [35:0] RAM5[0:63];		
reg [35:0] RAM6[0:63];		
reg [35:0] RAM7[0:63];		
parameter COEFF_FILENAME_0 = "../simdata/coefficients0.hex";
parameter COEFF_FILENAME_1 = "../simdata/coefficients1.hex";
parameter COEFF_FILENAME_2 = "../simdata/coefficients2.hex";
parameter COEFF_FILENAME_3 = "../simdata/coefficients3.hex";
parameter COEFF_FILENAME_4 = "../simdata/coefficients4.hex";
parameter COEFF_FILENAME_5 = "../simdata/coefficients5.hex";
parameter COEFF_FILENAME_6 = "../simdata/coefficients6.hex";
parameter COEFF_FILENAME_7 = "../simdata/coefficients7.hex";
initial
begin
  $readmemh( COEFF_FILENAME_0, RAM0 );
  $readmemh( COEFF_FILENAME_1, RAM1 );
  $readmemh( COEFF_FILENAME_2, RAM2 );
  $readmemh( COEFF_FILENAME_3, RAM3 );
  $readmemh( COEFF_FILENAME_4, RAM4 );
  $readmemh( COEFF_FILENAME_5, RAM5 );
  $readmemh( COEFF_FILENAME_6, RAM6 );
  $readmemh( COEFF_FILENAME_7, RAM7 );
end
always @(posedge clock)
begin
  if ( we )
  case( addressW[8:6] )
    3'd0: RAM0[ addressW[5:0] ] <= datain;
    3'd1: RAM1[ addressW[5:0] ] <= datain;
	3'd2: RAM2[ addressW[5:0] ] <= datain;
	3'd3: RAM3[ addressW[5:0] ] <= datain;
	3'd4: RAM4[ addressW[5:0] ] <= datain;
	3'd5: RAM5[ addressW[5:0] ] <= datain;
	3'd6: RAM6[ addressW[5:0] ] <= datain;
	3'd7: RAM7[ addressW[5:0] ] <= datain;
  endcase
end
always @(posedge clock)
begin
  if ( reset )
  begin
    data0 <= 36'd0;
	data1 <= 36'd0;
	data2 <= 36'd0;
	data3 <= 36'd0;
	data4 <= 36'd0;
	data5 <= 36'd0;
	data6 <= 36'd0;
	data7 <= 36'd0;
  end
  else
  begin
    data0 <= RAM0[ addressR ];
	data1 <= RAM1[ addressR ];
	data2 <= RAM2[ addressR ];
	data3 <= RAM3[ addressR ];
	data4 <= RAM4[ addressR ];
	data5 <= RAM5[ addressR ];
	data6 <= RAM6[ addressR ];
	data7 <= RAM7[ addressR ];
  end
end
endmodule			  
$ cat flow/run.sh
#!/bin/bash
# OpenROAD 26Q1-2900-gdf79404cd8, Yosys 0.63+post, stock flow scripts
make -C /OpenROAD-flow-scripts/flow DESIGN_CONFIG=/design/flow/config.mk WORK_HOME=/design/flow/orfs finish
==> run notes <==
fresh numbers from the pnr run: status finished, final reports clean, worst clock skew 173 ps, WHS Path Cells 5, Clock Power Share 42.1%, layout cells sized above 1 25.1%, clock sinks 18,700, number of cells in Yosys stat 32,200, HP Class flop to flop, CTS Root Cell clkbuf_16, Internal 24,700 uW, CTS resizes 0, tool warnings 41, Die Y 1330 um, most numerous logic cell after layout edfxtp_1, max-slew violation count 0, Pre-antenna DRT Iters 28, tightest slew margin relative to the limit 6.45%, setup slack, reg-to-reg 49,150 ps, Port Buffers 341, CTS Buf Count 1,911, Core Util at FP 40.1%, detailed placement HPWL 1,330,000 um, chip width 1330 um, # setup viols final 0, critical path type primary input to flop, Mapped Cells 32,200, Top FF cell, synth edfxtp_1, Crit. End Element flop, H-tree depth 7, Final Hold Fails 0, number of synthesized flops with an enable pin 18,400, critical path required time 53,350 ps, WL/cell 37.2 um, post-synth cell types 48, I/O pin cnt 342, initial DRC count 24,100, area of the core 1,770,000 um2, setup repair after global routing missed its margin no, Seq/Total Area, Yosys 78.9%, Flop pwr share 52.7%, Final GP Congestion 0.874, CTS tree done, Final TNS setup 0 ps, Comb pwr share 5.3%, Worst Path Max Fanout 78, Finished Core Util 46.1%, Max Root-Sink Buffers 6, worst-case vdd ir drop 0.0385 mV, Mapped Area 709,000 um2, CTS Hold Buffers Added 0, FMAX 57.0 MHz, Avg Inst Size Synth 22.0 um2, Post-synth ARST share 0%, Pwr per Cell Area 38.8 nW/um2, layout overhead on the synthesized area 15.0%, max-cap violations 0, initial antenna violation count 198, Row Count 488, drt total wl 2,240,000 um, sw frac 21.7%, Leakage 0.259 uW, crit path DAT 18,800 ps, Clock Latency Late Sink 1440 ps, Final ANT Viol Nets 0, DIE AREA 1,780,000 um2, Sequential Area 559,000 um2, vias in the first global route 382,000, via count 350,000, gr usage total 27.7%, crit share post-route 33.7%, Logic area 145,000 um2, largest net degree at the start of global routing 110, Reg2Reg Depth 4, Top cells excl fill/tap edfxtp_1 (18,400), mux4_2 (3,522), mux2i_1 (3,010), synth warn 0, minimum clock period 17,550 ps, Slew @ Worst Pin 1390 ps, first-pass GRT wire length 3,050,000 um, total congestion overflow 0, ys flops 18,700, total setup buffers inserted after CTS 0, DRC 0, YS chip area 709,000 um2, Fill cells 142,000, Startpoint Class primary input, post-DR vias/cell 5.81, Net Switching 6850 uW, Clk pin slew, worst setup/hold paths 60 ps
==> registers in the layout (all words and copies together) (netlist names) <==
register	count
data1	36
RAM7	2304
data3	36
RAM2	2304
data5	36
RAM3	2304
data4	36
RAM6	2304
data6	36
data7	36
data2	36
RAM0	2304
RAM1	2304
RAM5	2304
data0	36
RAM4	2304
==> logic make-up after synthesis <==
group | share of synthesized area, %
AND-OR/OR-AND | 3.43
multiplexers | 15.6
flip-flops | 78.9
buffers and inverters | 1.33
AND/OR/NAND/NOR | 0.757
==> power groups by stage <==
stage	combinational [uW]	sequential [uW]	clock [uW]
6_report	1670	16600	13300
5_1_grt	1760	16600	14000
4_1_cts	1660	16600	13400
==> per-stage QoR <==
step	instances	hold WS, ps	area [um2]	total power (uW)	setup slack, ps
6_report	60200	771	815000	31600	34550
5_1_grt	59900	826	814000	32400	33930
4_1_cts	59600	772	813000	31700	34330
3_5_place_dp	56200	754	753000	18600	32880
3_3_place_gp	56200	767	753000	18600	33000
2_1_floorplan	32200	685	709000	17700	38630
==> cell type report <==
| class | count | area share, % |
|---|---|---|
| clock inverter | 1026 | 1.12 |
| antenna | 556 | 0.171 |
| tap | 23500 | 3.61 |
| clock buffer | 2434 | 6.26 |
| sequential | 18700 | 68.6 |
| multi-input combinational | 11500 | 17.8 |
| timing repair buffer | 2375 | 2.37 |
==> synth_stat cells, types with 5 or more instances <==
cell type | instances | area (um2)
edfxtp_1 | 18400 | 553000
buf_1 | 68 | 255
a221oi_1 | 85 | 744
nand2_1 | 170 | 638
buf_2 | 936 | 4680
nor2b_1 | 31 | 194
a2bb2oi_1 | 5 | 43.8
a211o_1 | 17 | 149
a22oi_1 | 787 | 5910
mux2_2 | 98 | 1100
o31ai_1 | 241 | 1810
mux4_2 | 3522 | 79300
nor4_1 | 134 | 838
nand2b_1 | 7 | 43.8
dfxtp_1 | 288 | 5770
a31oi_1 | 96 | 601
mux2i_1 | 3010 | 30100
o21ai_1 | 11 | 55.1
o22a_1 | 266 | 2330
buf_4 | 211 | 1580
o211ai_1 | 187 | 1400
o22ai_1 | 763 | 4770
a21boi_0 | 30 | 225
o21ai_0 | 425 | 2130
clkbuf_4 | 9 | 67.6
nor2_1 | 803 | 3010
a211oi_1 | 153 | 1150
nor3b_1 | 7 | 52.6
buf_6 | 30 | 338
a21oi_1 | 600 | 3000
nor3_1 | 49 | 245
clkbuf_1 | 662 | 2480
or4_1 | 22 | 165
==> layer usage <==
layer | global-route usage, % | wire length [um] | up-vias
li1 | - | - | 142000
met1 | 26.0 | 587000 | 174000
met2 | 37.6 | 989000 | 29000
met3 | 28.8 | 527000 | 4460
met4 | 11.7 | 123000 | 253
met5 | 6.90 | 15000 | -
==> worst paths after layout <==
check / startpoint / endpoint
min reg2reg: RAM2[30][23]$_DFFE_PP_ / data2[23]$_SDFF_PP0_
max: addressR[0] / data2[25]$_SDFF_PP0_
min: RAM2[30][23]$_DFFE_PP_ / data2[23]$_SDFF_PP0_
max reg2reg: RAM4[21][27]$_DFFE_PP_ / data4[27]$_SDFF_PP0_
==> worst max-delay path, stage by stage <==
cell and delay [ps]:
buf_16 300, buf_4 510, buf_4 630, buf_4 680, buf_4 630, buf_4 570
buf_4 600, buf_12 520, buf_12 530, buf_4 700, buf_4 640, mux4_2 600
mux2i_1 260, a21oi_1 260, buf_4 250, o22a_1 170
Power figures rest on the tool's default switching activity, not on a simulated workload.
